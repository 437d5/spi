File: ./config.mk
export PLATFORM = sky130hd
export DESIGN_NAME = SPI_core
export DESIGN_NICKNAME = SPI_core
export VERILOG_FILES = /design/flow/design.v
export SDC_FILE = /design/flow/constraint.sdc
export NUM_CORES = 4
export LEC_CHECK = 1
export CORE_UTILIZATION = 30
File: ./constraint.sdc
current_design SPI_core

set clk_period 3.1
set clk_io_pct 0.2

create_clock -name clk0 -period $clk_period [get_ports {clk_100}]

set non_clock_inputs [all_inputs -no_clocks]
set_input_delay [expr $clk_period * $clk_io_pct] -clock clk0 $non_clock_inputs
set_output_delay [expr $clk_period * $clk_io_pct] -clock clk0 [all_outputs]
File: ./design.v
module SPI_core #(
    P_DATA_WIDTH = 8,
    P_CLK_DIV    = 1,
    P_CS_POLAR   = 1
) (
    input  logic button_0,
    input  logic button_1,
    input  logic clk_100,
    input  logic a_rst,
    input  logic s_rst,
    output logic SCK_HP,
    output logic SCK_LP,
    output logic SCK_HN,
    output logic SCK_LN,
    output logic CS,
    output logic MOSI
);
    wire next_count, start_send;
    wire ready, valid;
    wire [P_DATA_WIDTH-1:0] data;
    button_handler inst0 (
        .button_0(button_0),
        .button_1(button_1),
        .clk_100(clk_100),
        .a_rst(a_rst),
        .s_rst(s_rst),
        .next_count(next_count),
        .start_send(start_send)
    );
    data_former # (
        .P_DATA_WIDTH(P_DATA_WIDTH)
    ) inst1 (
        .next_count(next_count),
        .start_send(start_send),
        .clk_100(clk_100),
        .a_rst(a_rst),
        .s_rst(s_rst),
        .ready(ready),
        .valid(valid),
        .data(data)
    );
    transmitter # (
        .P_DATA_WIDTH(P_DATA_WIDTH),
        .P_CLK_DIV(P_CLK_DIV),
        .P_CS_POLAR(P_CS_POLAR)
    ) inst2 (
        .valid(valid),
        .data(data),
        .clk_100(clk_100),
        .a_rst(a_rst),
        .s_rst(s_rst),
        .ready(ready),
        .SCK_HP(SCK_HP),
        .SCK_LP(SCK_LP),
        .SCK_HN(SCK_HN),
        .SCK_LN(SCK_LN),
        .CS(CS),
        .MOSI(MOSI)
    );
endmodule
module button_handler (
    input  logic button_0,
    input  logic button_1,
    input  logic clk_100,
    input  logic s_rst,
    input  logic a_rst,
    output logic next_count,
    output logic start_send
);
    logic prev_btn_0, prev_btn_1;
    always_ff @(posedge clk_100 or posedge a_rst) begin
        if (a_rst) begin
            next_count <= 0;
            start_send <= 0;
            prev_btn_0 <= 0;
            prev_btn_1 <= 0;
        end else if (s_rst) begin
            next_count <= 0;
            start_send <= 0;
            prev_btn_0 <= 0;
            prev_btn_1 <= 0;
        end else begin
            next_count <= prev_btn_0 && ~button_0;
            start_send <= prev_btn_1 && ~button_1;
            prev_btn_0 <= button_0;
            prev_btn_1 <= button_1;
        end
    end
endmodule
module data_former # (
    parameter P_DATA_WIDTH = 8
) (
    input  logic                      next_count,
    input  logic                      start_send,
    input  logic                      clk_100,
    input  logic                      s_rst,
    input  logic                      a_rst,
    input  logic                      ready,
    output logic                      valid,
    output logic [P_DATA_WIDTH - 1:0] data
);
    logic [P_DATA_WIDTH - 1:0] cnt;
    always_ff @( posedge clk_100 or posedge a_rst ) begin
        if (a_rst) begin
            valid <=  0;
            cnt   <= '0;
        end else if (s_rst) begin
            valid <=  0;
            cnt   <= '0;
        end else begin
            if (next_count) begin
                cnt <= cnt + 1'b1;
            end
            if (start_send && ready) begin
                valid <= 1;
                data <= cnt;
            end else if (valid && ~ready) begin
                valid <= 0;
            end
        end
    end
endmodule
module transmitter #(
    P_DATA_WIDTH = 8,  
    P_CLK_DIV    = 2,  
    P_CS_POLAR   = 0  
) (
    input   logic                           valid,    
    input   logic    [P_DATA_WIDTH - 1:0]   data,     
    input   logic                           clk_100,  
    input   logic                           s_rst,    
    input   logic                           a_rst,    
    output  logic                           ready,    
    output  logic                           MOSI,     
    output  logic                           CS,       
    output  logic                           SCK_HP,   
    output  logic                           SCK_LP,   
    output  logic                           SCK_HN,   
    output  logic                           SCK_LN    
);
    logic busy;  
    logic [$clog2(P_DATA_WIDTH):0] data_cnt;  
    logic [P_DATA_WIDTH-1:0] shift_reg;
    assign ready = ~busy;
    assign CS = (P_CS_POLAR == 1) ? busy : ~busy;
    logic [$clog2(P_DATA_WIDTH)-1:0] clk_pos_cnt;
    logic [$clog2(P_DATA_WIDTH)-1:0] clk_neg_cnt;
    always_ff @(posedge clk_100 or posedge a_rst) begin
        if (a_rst) begin
            clk_pos_cnt <= '0;
            SCK_HP <= 1;
            SCK_LP <= 0;
        end else if (s_rst) begin
            clk_pos_cnt <= '0;
            SCK_HP <= 1;
            SCK_LP <= 0;
        end else if (busy) begin
            if (clk_pos_cnt == P_CLK_DIV - 1) begin
                clk_pos_cnt <= '0;
                SCK_HP <= ~SCK_HP;
                SCK_LP <= ~SCK_LP;
            end else begin
                clk_pos_cnt <= clk_pos_cnt + 1'b1;
            end
        end
    end
    always_ff @(negedge clk_100 or posedge a_rst) begin
        if (a_rst) begin
            clk_neg_cnt <= '0;
            SCK_HN <= 1;
            SCK_LN <= 0;
        end else if (s_rst) begin
            clk_neg_cnt <= '0;
            SCK_HN <= 1;
            SCK_LN <= 0;
        end else if (busy) begin
            if (clk_neg_cnt == P_CLK_DIV - 1) begin
                clk_neg_cnt <= '0;
                SCK_HN <= ~SCK_HN;
                SCK_LN <= ~SCK_LN;
            end else begin
                clk_neg_cnt <= clk_neg_cnt + 1'b1;
            end
        end
    end
    always_ff @(posedge clk_100 or posedge a_rst) begin
        if (a_rst) begin
            shift_reg <= 0;
            data_cnt  <= 1;
            busy      <= 0;
            MOSI      <= 0;
        end else if (s_rst) begin
            shift_reg <= 0;
            data_cnt  <= 1;
            busy      <= 0;
            MOSI      <= 0;
        end else begin
            if (valid && ready) begin
                shift_reg <= data;
                data_cnt <= P_DATA_WIDTH;
                busy <= 1;
            end else if (busy) begin
                if (SCK_HP) begin
                    MOSI <= shift_reg[P_DATA_WIDTH-1];
                    shift_reg <= shift_reg << 1;
                    data_cnt <= data_cnt - 1;
                    if (data_cnt == 0) begin
                        busy <= 0;
                        MOSI <= 0;
                    end
                end
            end
        end
    end
endmodule
File: ./run.sh
#!/bin/bash
# OpenROAD 26Q1-2900-gdf79404cd8, Yosys 0.63+post, stock flow scripts
make -C /OpenROAD-flow-scripts/flow DESIGN_CONFIG=/design/flow/config.mk WORK_HOME=/design/flow/orfs finish
==> load_flow_metrics.sql <==
-- flow metrics import
INSERT INTO impl_metrics (metric_group, metric, value, unit) VALUES
('worst_setup_path', 'timing.critical_path.max_delay_family', 'flip-flops', ''),
('outcome', 'outcome', 'finished, violations left', ''),
('final_timing', 'skew', '0.0536', 'ns'),
('clocking', 'cts_buffer_depth', '2', ''),
('clocking', 'clkLatencyLatePin', '0.34', 'ns'),
('outcome', 'violations', 'setup timing', ''),
('power_and_ir_drop', 'power.density', '470', 'nW/um^2'),
('finish', 'synth_to_final_area_change', '14.2', '%'),
('worst_setup_path', 'worst_setup_path_end_kind', 'primary output', ''),
('worst_setup_path', 'worstPathBufferInverterCount', '1', ''),
('global_routing', 'grt_first_pass_wirelength', '6020', 'um'),
('floorplanning', 'initial_utilization', '31.6', '%'),
('synthesis', 'synth-area-yosys', '2050', 'um^2'),
('worst_setup_path', 'worst-endpoint-arrival', '2.49', 'ns'),
('synthesis', 'yosys_warnings', '3', ''),
('floorplanning', 'coreArea', '6490', 'um^2'),
('routing', 'routed_via_density', '4.87', ''),
('final_timing', 'timing.final.hold_violations', '0', ''),
('worst_setup_path', 'critical_path_cell_count', '1', ''),
('floorplanning', 'floorplan.die.width', '84.7', 'um'),
('final_timing', 'finalSetupViolations', '1', ''),
('floorplanning', 'die_h', '84.7', 'um'),
('routing', 'n_antenna_cell', '0', ''),
('clocking', 'tritoncts', 'built', ''),
('clocking', 'cts_made_buffers', '5', ''),
('worst_setup_path', 'worst_r2r_path_depth', '3', ''),
('run', 'openroad.warnings', '31', ''),
('worst_setup_path', 'timing.critical_path.from_type', 'flip-flop', ''),
('run', 'max_cap_viol_count', '0', ''),
('power_and_ir_drop', 'irDropWorstVdd', '0.215', 'mV'),
('synthesis', 'post_syn_area_per_cell', '10.8', 'um^2'),
('worst_setup_path', 'crit-reg2reg-launch', 'inst2.busy$_DFF_PP0_', ''),
('final_timing', 'maxSlewViolCount', '0', ''),
('routing', 'first_pass_iters', '6', ''),
('final_timing', 'rsz_0062_raised_after_global_routing', 'true', ''),
('worst_setup_path', 'critPathSlowestCell', 'dfstp_2', ''),
('worst_setup_path', 'worstSetupStartpoint', 'inst2.SCK_HN$_DFFE_NP1P_', ''),
('finish', 'drive_gt1_share', '10.3', '%'),
('place', 'placed_cells_incl_taps', '271', ''),
('routing', 'wl', '3340', 'um'),
('finish', 'seqCellArea', '1170', 'um^2'),
('final_timing', 'timing.slew.headroom', '58.8', '%'),
('finish', 'final-instance-count-excl-fill', '281', ''),
('synthesis', 'ys_cells', '190', ''),
('global_routing', 'grt_remaining_overflow', '0', ''),
('routing', 'detailedRoute.firstIterationViolations', '80', ''),
('floorplanning', 'chipArea', '7180', 'um^2'),
('worst_setup_path', 'worstReg2RegEnd', 'inst2.SCK_LN$_DFFE_NP0P_', ''),
('routing', 'antenna_left', '0', ''),
('synthesis', 'yosysSeqAreaShare', '57.0', '%'),
('worst_setup_path', 'worstSetupEndpoint', 'SCK_HN', ''),
('final_timing', 'final.setup.worst_slack', '-0.0103', 'ns'),
('synthesis', 'synth_cells', '190', ''),
('worst_setup_path', 'critical_path.cell_chain', 'buf_2', ''),
('worst_setup_path', 'critPathKind', 'reg2out', ''),
('final_timing', 'fin_worst_hold_slack', '0.494', 'ns'),
('synthesis', 'topCellsByArea', 'dfrtp_1 (37%), edfxtp_1 (12%), dfrtn_1 (4.9%)', ''),
('synthesis', 'synth_top_cell_by_area', 'dfrtp_1', ''),
('finish', 'combGateArea', '791', 'um^2'),
('place', 'buffer_ports.inserted', '10', ''),
('worst_setup_path', 'critPathMaxFanout', '2', ''),
('global_routing', 'number_of_global_route_vias_before_repair', '1305', ''),
('routing', 'drcViolationCount', '0', ''),
('clocking', 'h-tree-depth', '2', ''),
('power_and_ir_drop', 'cellLeakagePower', '0.973', 'nW'),
('routing', 'post_drt_wl_per_cell', '11.9', 'um'),
('place', 'hpwl', '2160', 'um'),
('clocking', 'clkTransAtPathRegs', '0.08', 'ns'),
('floorplanning', 'io-pin-count', '11', ''),
('finish', 'fillerInstances', '619', ''),
('floorplanning', 'rows', '29', '');
## worst min-delay path by stage
stage / from / to / slack, ns / cells after the start
4_1_cts: inst1.cnt[7]$_DFFE_PP0P_ / inst1.data[7]$_DFFE_PP_ / 0.50 / 0
6_report: inst1.cnt[7]$_DFFE_PP0P_ / inst1.data[7]$_DFFE_PP_ / 0.49 / 0
5_1_grt: inst2.data_cnt[0]$_DFFE_PP1P_ / inst2.data_cnt[0]$_DFFE_PP1P_ / 0.52 / 2
## layer usage
layer / global-route usage, % / share of wire, % / wire length (um) / up-vias
met5: 0 / 0 / 0 / -
met4: 1.23 / 0.75 / 25 / 0
met3: 2.99 / 3.5 / 118 / 2
met2: 15.1 / 42 / 1410 / 17
met1: 17.2 / 54 / 1790 / 665
li1: - / - / - / 685
## through the flow
stage                     power, mW  worst slack, ns  setup TNS [ns]  area, um^2  util [%]
after floorplan               0.691            0.167               0        2050         -
after global routing           1.16          -0.0580         -0.0580        2340      36.1
after CTS                      1.12          -0.0251         -0.0251        2340      36.0
after global placement        0.717          -0.0316         -0.0316        2230      34.4
final                          1.10          -0.0103         -0.0103        2340      36.1
after detailed placement      0.717          -0.0247         -0.0247        2230      34.4
## layout make-up
class                      count  area share (%)
clock inverter                 2           0.374
tap                           77            4.11
multi-input combinational    125            33.7
sequential                    45            49.9
inverter                       7            1.12
timing repair buffer          18            6.62
clock buffer                   7            4.16
## cells in the mapped netlist (all sizes together)
master   n
or3b     2
xor2     7
inv      8
xnor2    2
o21ai    3
nand2   14
edfxtp   8
o22ai    1
dfrtp   30
buf      9
nor3b    2
a21oi    9
nand4    5
nand3b   3
or3      3
dfstp    3
or2      1
a211oi   1
mux2i    4
dfrtn    4
nor4b    2
clkbuf   3
nor2    21
a311oi   7
ha       7
nand4b   1
nor3     2
a31oi    2
nand3   16
nand2b   8
nor2b    2
## placed cells by master, fill, tap and decap left out, drive strengths merged
master	synthesis	routed
clkdlybuf4s50	0	8
xnor2	2	2
clkinv	0	1
xor2	7	7
nand4b	1	1
clkdlybuf4s15	0	1
edfxtp	8	8
nand2b	8	8
a211oi	1	1
a21oi	9	9
dfrtn	4	4
nor3b	2	2
dfrtp	30	30
clkbuf	3	7
nor2	21	21
nand2	14	14
a311oi	7	7
nand4	5	5
inv	8	8
nand3b	3	3
mux2i	4	4
a31oi	2	2
o22ai	1	1
nor4b	2	2
nor2b	2	2
or2	1	1
ha	7	7
nand3	16	16
or3	3	3
or3b	2	2
buf	9	9
nor3	2	2
o21ai	3	3
dfstp	3	3
## logic make-up after synthesis
kind of cell             after synthesis  synth area share (%)
AND-OR/OR-AND                         23                  7.19
XOR/XNOR                               9                  3.84
adder cells (fa/ha/maj)                7                  4.27
buffers and inverters                 20                  4.51
flip-flops                            45                  57.0
multiplexers                           4                  1.95
AND/OR/NAND/NOR                       82                  21.3
## what timing repair did
action                     4_1_cts  5_1_grt
hold buffers                     0        0
gates resized                    4        1
cloned                           0        0
setup endpoints to repair        2        2
setup buffers                    1        1
## power breakdown
part	internal [mW]	switching, mW
clock	0.208	0.194
sequential	0.615	0.0127
combinational	0.0327	0.0400
No activity file was given, so power comes from the tool's default toggle rates.
